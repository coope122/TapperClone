===== run.sh =====
#!/bin/bash
# OpenROAD 26Q1-2900-gdf79404cd8, Yosys 0.63+post, stock flow scripts
make -C /OpenROAD-flow-scripts/flow DESIGN_CONFIG=/design/flow/config.mk WORK_HOME=/design/flow/orfs finish

===== config.mk =====
export PLATFORM = sky130hd
export DESIGN_NAME = three_decimal_vals_w_neg
export DESIGN_NICKNAME = three_decimal_vals_w_neg
export VERILOG_FILES = /design/flow/design.v
export SDC_FILE = /design/flow/constraint.sdc
export NUM_CORES = 4
export LEC_CHECK = 1
export CORE_AREA = 10 10 70 70
export DIE_AREA = 0 0 80 80

===== constraint.sdc =====
current_design three_decimal_vals_w_neg

set clk_period 7.9
set clk_io_pct 0.2

create_clock -name clk0 -period $clk_period

set non_clock_inputs [all_inputs -no_clocks]
set_input_delay [expr $clk_period * $clk_io_pct] -clock clk0 $non_clock_inputs
set_output_delay [expr $clk_period * $clk_io_pct] -clock clk0 [all_outputs]

===== design.v =====
module seven_segment (
input [3:0]i,
output reg [6:0]o
);
always @(*)
begin
	case (i)	     
     4'b0000: o = 7'b1000000;
     4'b0001: o = 7'b1111001;
	  4'b0010: o = 7'b0100100;
	  4'b0011: o = 7'b0110000;
	  4'b0100: o = 7'b0011001;
	  4'b0101: o = 7'b0010010;
	  4'b0110: o = 7'b0000010;
	  4'b0111: o = 7'b1111000;
	  4'b1000: o = 7'b0000000;
	  4'b1001: o = 7'b0010000;
     default: o = 7'b1111111;
	endcase
end
endmodule
module seven_segment_negative(i,o);
input i;
output reg [6:0]o;  
always @(*)
begin
o[0] = 1;
o[1] = 1;
o[2] = 1;
o[3] = 1;
o[4] = 1;
o[5] = 1;
o[6] = ~i;
end
endmodule
module three_decimal_vals_w_neg (
input [7:0]val,
output [6:0]seg7_neg_sign,
output [6:0]seg7_dig0,
output [6:0]seg7_dig1,
output [6:0]seg7_dig2
);
reg [3:0] result_one_digit;
reg [3:0] result_ten_digit;
reg [3:0] result_hundred_digit;
reg result_is_negative;
reg [7:0]twos_comp;
always @(*)
begin
	  result_is_negative = 0;
	  twos_comp = val;
	  if (val[7] == 1) begin
		result_is_negative = 1;
		twos_comp = ~val + 1'b1;
	  end
	  result_one_digit = twos_comp % 10;
	  result_ten_digit = (twos_comp / 10) % 10;
	  result_hundred_digit = twos_comp / 100;
end
seven_segment seven1s (result_one_digit[3:0], seg7_dig0);
seven_segment seven10s (result_ten_digit[3:0], seg7_dig1);
seven_segment seven100s (result_hundred_digit[3:0], seg7_dig2); 
seven_segment_negative negBit (result_is_negative, seg7_neg_sign);
endmodule

==> ci_impl_report.md <==
### Metrics collected by this job

| Metric | Value |
|---|---|
| Yosys warnings | 3 |
| Post-DP HPWL | 5460 um |
| Synth top cell by count | ha_1 |
| Yosys chip area | 0.00203 sq mm |
| # Cells Yosys | 277 |
| Hold Buf Count CTS | 0 |
| Status | aborted with a tool error |
| Post-CTS Setup Bufs | 23 |
| Post-synthesis cell type with the largest combined area | ha_1 |
| Most common library cells after synthesis | ha_1 (28), a21oi_1 (23), inv_1 (20) |
| Row cnt | 21 |
| Chip Height | 80 um |
| Gate count of the mapped netlist | 277 |
| I/O pins | 36 |
| Final Wtd Congestion | 0.971 |
| Cell Type Count | about 80 |
| Top area cell types | ha_1 (17%), a21oi_1 (5.7%), inv_1 (3.7%) |
| Port bufs | 29 |
| Starting density of the core | 0.594 |
| Max-area cell share | 0.173 |
| Post-cts sizing count | 120 |
| Stop err | [ERROR DPL-0036] Detailed placement failed. |
| Post-synthesis cell area | 0.00203 sq mm |
| Die width | about 80 um |
| Seq share, synth | 0 |
| Synth Area per Inst | between 7 and 8 sq um |
| Fail Step | clock tree synthesis (4_1_cts) |
-- cells by family after synthesis --
family,share of synthesized area
mux,0.0740
compound gates,0.390
simple gates,0.223
fa+ha+maj,0.173
xor+xnor,0.0376
buf+inv,0.0999
other cells,0.00370
-- metrics by stage --
stage / instances / setup slack [ps] / setup TNS, ps / instance area (sq um)
floorplan: 282 / -207 / -746 / 2170
detailed placement: 429 / -1060 / -13620 / 3070
global placement: 429 / -942 / -12020 / 3070
